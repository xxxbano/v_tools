### design/flow/run.sh
#!/bin/bash
# OpenROAD 26Q1-2900-gdf79404cd8, Yosys 0.63+post, stock flow scripts
make -C /OpenROAD-flow-scripts/flow DESIGN_CONFIG=/design/flow/config.mk WORK_HOME=/design/flow/orfs finish
### design/flow/config.mk
export PLATFORM = sky130hd
export DESIGN_NAME = lifo
export DESIGN_NICKNAME = lifo
export VERILOG_FILES = /design/flow/design.v
export SDC_FILE = /design/flow/constraint.sdc
export NUM_CORES = 4
export LEC_CHECK = 1
export CORE_UTILIZATION = 30
### design/flow/constraint.sdc
current_design lifo

set clk_period 4.7
set clk_io_pct 0.2

create_clock -name clk0 -period $clk_period [get_ports {clk}]

set non_clock_inputs [all_inputs -no_clocks]
set_input_delay [expr $clk_period * $clk_io_pct] -clock clk0 $non_clock_inputs
set_output_delay [expr $clk_period * $clk_io_pct] -clock clk0 [all_outputs]
### design/flow/design.v
module lifo #(
	parameter DSIZE = 8,
	parameter MSIZE = 3
)(
	input wire rst,
	input wire clk,
	input wire en,
	input wire wr,
	input wire [DSIZE-1:0] wdata,
	output reg [DSIZE-1:0] rdata,
	output wire [MSIZE:0] count,
	output wire overflow,
	output wire underflow,
	output wire empty,
	output wire full
);
	reg [DSIZE-1:0] m[0:(1<<MSIZE)-1];
	reg [MSIZE:0] SP;
	assign count = SP;
	assign empty = SP == 0;
	assign full = SP == 1<<MSIZE;
	assign overflow = en & full & wr;
	assign underflow = en & empty & ~wr;
	always @(posedge clk) begin
		if(rst) begin
			SP <= 0;
		end else begin
			if(en) begin
				if(wr & ~full) SP <= SP + 1;
				else if(~wr&~empty) SP <= SP - 1;
			end
		end
	end
	wire mem_wr;
	assign  mem_wr = en & wr & ~full;
	always @(posedge clk) begin
		if(mem_wr) m[SP] <= wdata;
		if(SP>0) rdata <= m[SP-1];
	end
endmodule
==> summary.txt <==
run results: Hold Path Depth 3, Placer Congestion roughly 0.76, port buffer count 27, share of cells above drive strength 1 0.244, wire per inst about 16 um, Max Cap Viol 0, IO Count 28, R2R Setup Slk 2.34 ns, Crit path max-delay family buffers and inverters, critical path startpoint category flip-flop, Worst R2R Start SP[1]$_SDFFE_PP0P_, worst slew pin tran 0.638 ns, FF-to-FF End m[5][0]$_DFFE_PP_, total CTS buffers 9, Seq cells post-synth ~76, H-tree depth 3, vias in the first global route 1561, post-place setup slack 1.43 ns, Final period util 0.694, tool warning count 26, Slew headroom 0.574, Cell Rows 36, worst min-delay path startpoint SP[0]$_SDFFE_PP0P_, Die Y roughly 100 um, Max Fclk about 0.3 GHz, Setup TNS 0 ns, Mapped Cells 158, ANT cells 0, Root Buffer clkbuf_8, Cell Chain, Critical Path inv_1 -> ha_1 -> nand2b_1 -> or2_2 -> inv_1 -> and3_1 -> clkdlybuf4s50_1, pin count of the biggest net entering global routing 22, Hold EP SP[0]$_SDFFE_PP0P_, drt first-iter violations 52, Vias/cell 4.54, global route total overflow 0, register share after synthesis 0.742, Final Hold Viols 0, yosys synthesis chip area 3020 um^2, CTS tree built, Lkg Pwr 0.00120 uW, drt pass-1 iters 4, largest stage delay on the critical path 0.45 ns, worst setup slack after layout between 1 and 1.5 ns, Late-Pin Clk Latency 0.34 ns, Power Density 475 nW/um^2, CP arrival 2.32 ns, design area approximately 3700 um^2, Synth Area per Inst 19.1 um^2, Die W 102 um, status completed, worst vdd ir 0.136 mV, crit path kind reg2out, vias 1535, placed inst area roughly 3500 um^2, synth unique cells 26, HP Class reg2reg, placed cell count between 300 and 400, CTS Hold Bufs 0, final setup fails 0, Core ar. 9770 um^2, Finished Layout Cells around 340, Crit. End Element output port, initial antenna violation count 0, final core utilization 0.380, Clock Sink Count 76, crit path max fanout 12, Setup Skew just under 0.009 ns, DRC 0, Global Route Usage Sum 0.120, RSZ-0062 raised after global routing no, total die size 10500 um^2, drt total wl 5.43 mm, Bufs and invs on worst path 3, area grow syn2layout 23.0%, FILL cells 890, first-pass GRT wire length 8.47 mm, Final Max Slew Viols 0, Pre-Place Util 0.309, Cell Area, Synth 3020 um^2, hpwl dp 3.38 mm, number of cells in Yosys stat 158, Ys Warns 1, postcts setup bufs 0, Most Frequent Cell on Critical Path inv_1, fin crit period 3.26 ns, slowest CP cell clkdlybuf4s50_1, Post-CTS Resized 0, Reg clk slew, reported paths 0.08 ns, depth of the worst register-to-register path 6, CTS Buffer Depth 2, CP Data Required Time 3.76 ns, Antenna Nets Post-Route 0
## per-layer routing
metal | vias to the layer above | GRT usage | share of wire
met5 | - | 0 | 0
met4 | 0 | 0.0187 | 0.020
met3 | 10 | 0.0584 | 0.073
met2 | 58 | 0.186 | 0.48
met1 | 751 | 0.165 | 0.43
li1 | 716 | - | -
## final cells by class
type	count	area, um^2	area share
flip-flops and latches	76	2240	0.603
clock inverters	5	76.3	0.0205
repair buffers	38	353	0.0949
clock buffers	11	131	0.0353
well taps	133	166	0.0448
multi-input cells	69	726	0.195
inverters	6	22.5	0.00606
## worst reg2reg max path, stage by stage (launching register included)
cell	delay (ns)
dfxtp_1	0.55
inv_1	0.08
ha_1	0.26
nand3b_1	0.20
nand4_1	0.20
nor3_1	0.52
buf_4	0.26
## sequential cells by signal, indices dropped and copies added, names as in the netlist
| name | flops |
|---|---|
| rdata | 8 |
| m | 64 |
| SP | 4 |
## cells in the mapped netlist
cell type / instances / area [um^2]
nand2b_1: 2 / 12.5
a31oi_1: 1 / 6.26
xnor2_1: 1 / 8.76
nor3_1: 4 / 20.0
nor2b_1: 1 / 6.26
nand4_1: 3 / 18.8
inv_1: 6 / 22.5
nor2_1: 6 / 22.5
dfxtp_1: 4 / 80.1
nand4b_1: 1 / 8.76
mux2_2: 9 / 101
a21oi_1: 5 / 25.0
and3_1: 3 / 18.8
nand3b_1: 2 / 15.0
o21bai_1: 1 / 7.51
clkbuf_1: 2 / 7.51
or2_2: 1 / 6.26
a2111o_1: 1 / 11.3
o21ai_0: 3 / 15.0
clkbuf_2: 1 / 5.00
xor2_1: 2 / 17.5
edfxtp_1: 72 / 2160
buf_2: 4 / 20.0
ha_1: 2 / 25.0
mux4_2: 16 / 360
nand2_1: 5 / 18.8
## worst max path at each step
stage	from	cells after the start	to	slack [ns]
6_report	SP[1]$_SDFFE_PP0P_	7	underflow	1.44
5_1_grt	SP[1]$_SDFFE_PP0P_	7	underflow	1.25
4_1_cts	SP[1]$_SDFFE_PP0P_	7	underflow	1.38
## cell usage in the layout, fill, tap and decap left out, types with 2 or more instances in the layout
cell and instances:
a21oi_1 5, and3_1 3, buf_4 11, bufinv_16 2
clkbuf_1 2, clkbuf_8 9, clkdlybuf4s50_1 27, dfxtp_1 4
edfxtp_1 72, ha_1 2, inv_1 6, mux2_2 9
mux4_2 16, nand2_1 5, nand2b_1 2, nand3b_1 2
nand4_1 3, nor2_1 6, nor3_1 4, o21ai_0 3
xor2_1 2
## logic make-up (layout without fill, tap and decap cells)
group | Yosys count | in the layout | synth area share
buffers and inverters | 13 | 60 | 0.0182
and+or+nand+nor | 28 | 28 | 0.0488
AOI/OAI and AO/OA | 11 | 11 | 0.0215
xor gates and xnor gates | 3 | 3 | 0.00869
adders and majority gates | 2 | 2 | 0.00828
muxes | 25 | 25 | 0.153
DFF | 76 | 76 | 0.742
## power by group
group / internal [uW] / switching (uW)
Combinational: 235 / 170
Sequential: 818 / 22.4
Clock: 297 / 224
Total: 1350 / 416
## per-stage QoR
step	hold WS (ns)	power [uW]
6_report	0.607	1770
5_1_grt	0.646	1860
4_1_cts	0.611	1790
3_5_place_dp	0.591	1270
3_3_place_gp	0.584	1270
2_1_floorplan	0.584	1080
Power is estimated from default activity; no workload was simulated.
