## /design/flow/constraint.sdc

```tcl
current_design fifo

set clk_period 3.0
set clk_io_pct 0.2

create_clock -name clk0 -period $clk_period [get_ports {clk}]

set non_clock_inputs [all_inputs -no_clocks]
set_input_delay [expr $clk_period * $clk_io_pct] -clock clk0 $non_clock_inputs
set_output_delay [expr $clk_period * $clk_io_pct] -clock clk0 [all_outputs]
```

## /design/flow/run.sh

```bash
#!/bin/bash
# OpenROAD 26Q1-2900-gdf79404cd8, Yosys 0.63+post, stock flow scripts
make -C /OpenROAD-flow-scripts/flow DESIGN_CONFIG=/design/flow/config.mk WORK_HOME=/design/flow/orfs finish
```

## /design/flow/config.mk

```make
export PLATFORM = sky130hd
export DESIGN_NAME = fifo
export DESIGN_NICKNAME = fifo
export VERILOG_FILES = /design/flow/design.v
export SDC_FILE = /design/flow/constraint.sdc
export NUM_CORES = 4
export LEC_CHECK = 1
export CORE_UTILIZATION = 50
```

## /design/flow/design.v

```verilog
module fifo #(
	parameter DW = 8,
	parameter FD = 3,
) (
	input  wire rst,
	input  wire clk,
	input  wire wr,
	input  wire rd,
	input  wire [DW-1:0] wdat,
	output reg  [DW-1:0] rdat,
	output wire [FD:0] count,
	output wire full,
	output wire empty,
	output wire overflow,
	output wire underflow
);
	reg [DW-1:0] mem[0:(1<<FD)-1];
	reg [FD:0] wr_cnt;
	reg [FD:0] rd_cnt;
	wire equal;
	assign equal = wr_cnt[FD-1:0] == rd_cnt[FD-1:0];
	assign empty = ~(wr_cnt[FD]^rd_cnt[FD]) & equal;
	assign full = (wr_cnt[FD]^rd_cnt[FD]) & equal;
	assign overflow = full & wr;
	assign underflow = empty & rd;
	assign count = wr_cnt - rd_cnt;
	always @(posedge clk) begin
		if(rst) begin
			wr_cnt <= 0;
			rd_cnt <= 0;
		end else begin
			if(wr&~overflow) wr_cnt <= wr_cnt + 1;
			if(rd&~underflow) rd_cnt <= rd_cnt + 1;
		end
	end
	always @(posedge clk) begin
		if(wr) mem[wr_cnt[FD-1:0]] <= wdat; 
		rdat <= mem[rd_cnt[FD-1:0]];
	end
endmodule
```

==> commit_impl_results.txt <==
Store results of the implementation flow

* Area fraction in and, or, nand and nor cells: 6.84%
- Residual overflow from global routing: 0
* DRC viols: 0
- The worst hold path begins at rd_cnt[3].
- In this run the maximum-capacitance check reported violations numbering 0.
* Num Clock Sinks: 80
- After Yosys synthesis, AND-OR and OR-AND compound gates account for under 10% of the synthesized area.
- Pin placement for this block handled 28 I/O pins.
- Cell count in the Yosys report: 185
* Logic area: between 800 and 900 µm²
* Drt via density: around 5.3
* Startpoint of the lowest-slack register-to-register path: rd_cnt[2]
- Detailed-router iteration count before antenna repair: 4
* Reg area: 2240 µm²
* # H-tree levels: 3
- For this design the static power due to leakage is 1.30 nW.
- TritonCTS built the clock tree.
* Die Span Y: 81.3 µm
- Worst slew pin tran: 0.503 ns
- Smallest hold slack: 0.603 ns
- Clock transition time at the flip-flop clock pins of the worst setup and hold paths: approximately 0.080 ns
- The floorplan step set the die width to 81.3 µm.
- The layout has approximately 440 filler cells.
* Timing-limited maximum frequency: about 0.36 GHz
- The worst setup path is captured at a primary output.
- STA lists the maximum fanout along the critical path as 9.
* HPWL Detailed: 3590 µm
* Die ar.: 6610 µm²
- In the post-synthesis netlist, the biggest area contributors are edfxtp_1 61%, mux4_2 11%, dfxtp_1 10%, nand2_1 3.2%, ha_1 2.0%.
- Max-slew violation total from the final report: 0
* Register-to-Register Path Depth: 6
- Synth Area in Adders: 2.63%
- Final Hold Fails: 0
* Synth unique cells: 29
* Data arrival time of the critical path: 2.19 ns
- 0 antenna diodes ended up in the layout.
- Synthesis produced a netlist whose cell count is 185.
* Avg Cell Area, Syn: ~17 µm²
* Combined area of all synthesized cells: 3150 µm²
* Worst setup skew after layout: 0.00806 ns
* Synth Register Bits: 80
* Overall track demand over capacity in global routing: 20.6%
- Relative area change from synthesis to final layout: 18.7%
- Pin count of the biggest net entering global routing: 20
* R2R Setup Slk: 1.27 ns
- Max-Slew Margin vs Limit: 66.4%
- The violation tally recorded at the end of detailed-routing iteration 0 is 64.
* Total length of routed wires: 5450 µm
- Required @ worst endpoint: about 2.4 ns
* Site row count: 28
- After synthesis, the largest family of logic cells by area is multiplexers.
- Worst Hold Endpoint: rd_cnt[3]
* Via count: 1629
- After routing, the total negative slack on setup checks comes to 0 ns.
* OpenROAD warning count: 25
- The via count of the first global-routing pass is 1780.
- Gpl congestion: 0.820
- Post-CTS repair ended up resizing 0 cells.
- Insertion delay at the late pin of the worst-skew pair: 0.35 ns
* Warnings from Yosys: 1
* Buffers inserted by post-CTS timing repair: 0
* WL per Instance: 17.6 µm
- Area of the core: 5990 µm²
* Status: complete, no violations
* Clock buffer count from CTS: 9
- In this run the VDD rail shows a maximum IR drop of ~0.35 mV.
* Share of cell area taken by muxes after synthesis: between 10% and 20%
- Setup repair after global routing left no endpoint under its margin.
- The biggest area contributor in the post-synthesis netlist is edfxtp_1.
- CTS Hold Buffers Added: 0
- Of the cells placed in the final design, the portion with a size suffix greater than 1 is 20.9%.
* Worst reg2reg endpoint: rd_cnt[2]
* Proportion of synthesized chip area in sequential cells: 71.3%
- Max-area cell share: between 60% and 70%
- Tightest Hold Check Type: register to register
- The worst path uses 92.9% of the clock period.
* Yosys stat chip area: approximately 3100 µm²
- IO buf count: 27
* Tally of nets with antenna violations remaining after routing: 0
- Dividing total power by cell area gives a power density of roughly 650 nW/µm².
- Tmin final: 2.79 ns
* Nature of the critical path startpoint: register
- No sink is reached through more buffers than the 2 on the longest clock path.
- Looking at the setup timing report, the critical path kind is register to primary output.
- Global-route wire length before repair: 8630 µm
* Share of the synthesized netlist area taken by xor and xnor gates: ~3.0%
* Final setup vio count: 0
- Cell at the root of the clock tree: clkbuf_8
- The worst hold path was traced through 2 stages.
- Initial core utilization: 52.5%
- Number of antenna violations at the first check in global routing: 0
-- critical path, cell delays in order, from the launching register on --
cell and delay, ns:
dfxtp_1 0.52, ha_1 0.31, a21o_1 0.19, a21oi_1 0.19, xnor2_1 0.14, clkdlybuf4s50_1 0.49
-- synthesized netlist by cell type --
library cell   n
nand2b_1       2
a211oi_1       1
mux2i_1        2
buf_1          1
a21o_1         1
xor2_1         4
fa_1           1
dfxtp_1       16
o21ai_2        2
nor3_1         2
ha_1           5
mux4_1         1
edfxtp_1      64
o211ai_1       2
buf_12         1
and3_1         2
and3_2         1
a21oi_1        2
buf_2          3
nand4_1        1
xnor2_1        5
nor2_1        16
xnor2_2        1
nand2_1       27
mux4_2        15
buf_6          1
inv_1          4
nand3_1        1
inv_2          1
-- state kept, by name (all words and copies together), names as in the netlist --
| register | flops |
|---|---|
| rdat | 8 |
| mem | 64 |
| wr_cnt | 4 |
| rd_cnt | 4 |
-- layout make-up --
class                   instances  share of cell area [%]
inverters                       5                   0.503
flip-flops and latches         80                    60.0
well taps                      75                    2.51
clock inverters                 7                    1.44
clock buffers                   9                    3.32
repair buffers                 40                    9.85
multi-input cells              94                    22.3
-- cell usage in the layout, fill, tap and decap left out --
| master | count |
|---|---|
| mux2i_1 | 2 |
| xnor2_1 | 5 |
| clkinv_2 | 1 |
| nand2_1 | 27 |
| a21o_1 | 1 |
| xnor2_2 | 1 |
| nor2_1 | 16 |
| clkbuf_8 | 9 |
| mux4_2 | 15 |
| nand3_1 | 1 |
| inv_1 | 4 |
| o21ai_2 | 2 |
| inv_6 | 3 |
| xor2_1 | 4 |
| fa_1 | 1 |
| edfxtp_1 | 64 |
| dfxtp_1 | 16 |
| nand4_1 | 1 |
| o211ai_1 | 2 |
| clkinvlp_4 | 3 |
| buf_4 | 13 |
| clkdlybuf4s50_1 | 27 |
| a21oi_1 | 2 |
| inv_2 | 1 |
| and3_2 | 1 |
| mux4_1 | 1 |
| a211oi_1 | 1 |
| nor3_1 | 2 |
| nand2b_1 | 2 |
| and3_1 | 2 |
| ha_1 | 5 |
-- layer usage --
layer  GRT usage [%]  vias up  part of all wire [%]
met5               0        -                     0
li1                -      788                     -
met3            12.5       11                    10
met2            32.2       58                    49
met1            25.9      772                    38
met4            4.29        0                   2.6
-- worst max-delay path by stage --
stage | from | endpoint | slack, ns | cells after the start
6_report | wr_cnt[1] | count[3] | 0.21 | 5
4_1_cts | wr_cnt[1] | count[3] | 0.21 | 5
5_1_grt | wr_cnt[1] | count[3] | 0.08 | 5
-- metrics by stage --
step | utilization (%) | setup WS, ns | instances | instance area (µm²) | total power [mW]
after global routing | 62.3 | 0.0782 | 310 | 3730 | 2.55
after detailed placement | 59.4 | 0.600 | 294 | 3560 | 1.75
after CTS | 62.3 | 0.213 | 310 | 3730 | 2.44
after floorplan | - | 0.867 | 185 | 3150 | 1.56
final | 62.3 | 0.212 | 310 | 3730 | 2.42
after global placement | 59.4 | 0.607 | 294 | 3560 | 1.74
-- where the power goes --
part | switching [mW] | leakage (nW) | internal (mW)
combinational | 0.175 | 0.501 | 0.262
sequential | 0.0196 | 0.714 | 1.26
clock | 0.395 | 0.0827 | 0.307
-- logic make-up after synthesis --
logic type | count (synthesis)
AND/OR/NAND/NOR | 52
XOR/XNOR | 10
AND-OR/OR-AND | 8
multiplexers | 18
flip-flops | 80
adder cells (fa/ha/maj) | 6
buffers and inverters | 11
No activity file was given, so power comes from the tool's default toggle rates.
