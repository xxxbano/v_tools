==> design/flow/design.v <==
module sfifo #(
	parameter DW = 8,  
	parameter FD = 3   
) (
	input  wire rst,
	input  wire clk,
	input  wire wr,	 
	input  wire rd,  
	input  wire [DW-1:0] wdat,	 
	output reg  [DW-1:0] rdat,	 
	output wire [FD:0] count,	 
	output wire full,
	output wire empty,
	output wire overflow,	 
	output wire underflow	 
);
	reg [DW-1:0] mem[0:(1<<FD)-1];
	reg [FD:0] wr_cnt;
	reg [FD:0] rd_cnt;
	wire equal;
	assign equal = wr_cnt[FD-1:0] == rd_cnt[FD-1:0];
	assign empty = ~(wr_cnt[FD]^rd_cnt[FD]) & equal;
	assign full = (wr_cnt[FD]^rd_cnt[FD]) & equal;
	assign overflow = full & wr;
	assign underflow = empty & rd;
	assign count = wr_cnt - rd_cnt;
	always @(posedge clk) begin
		if(rst) begin
			wr_cnt <= 0;
			rd_cnt <= 0;
		end else begin
			if(wr&~full) wr_cnt <= wr_cnt + 1;
			if(rd&~empty) rd_cnt <= rd_cnt + 1;
		end
	end
	always @(posedge clk) begin
		if(wr&~full) mem[wr_cnt[FD-1:0]] <= wdat;  
		rdat <= mem[rd_cnt[FD-1:0]];
	end
endmodule
==> design/flow/run.sh <==
#!/bin/bash
# OpenROAD 26Q1-2900-gdf79404cd8, Yosys 0.63+post, stock flow scripts
make -C /OpenROAD-flow-scripts/flow DESIGN_CONFIG=/design/flow/config.mk WORK_HOME=/design/flow/orfs finish
==> design/flow/config.mk <==
export PLATFORM = sky130hd
export DESIGN_NAME = sfifo
export DESIGN_NICKNAME = sfifo
export VERILOG_FILES = /design/flow/design.v
export SDC_FILE = /design/flow/constraint.sdc
export NUM_CORES = 4
export LEC_CHECK = 1
export CORE_UTILIZATION = 50
==> design/flow/constraint.sdc <==
current_design sfifo

set clk_period 4.2
set clk_io_pct 0.2

create_clock -name clk0 -period $clk_period [get_ports {clk}]

set non_clock_inputs [all_inputs -no_clocks]
set_input_delay [expr $clk_period * $clk_io_pct] -clock clk0 $non_clock_inputs
set_output_delay [expr $clk_period * $clk_io_pct] -clock clk0 [all_outputs]
==> results.json <==
{
  "ys_ff": 80,
  "routed_wl_microns": 5650,
  "clock_path_buffers": 2,
  "path_delay_family": "buffers and inverters",
  "ys_seq_share_pct": 70.0,
  "slowest_stage": "dfxtp_1",
  "row_count": 28,
  "area_growth_pct": 18.4,
  "power_density_mw_per_mm2": 465,
  "syn_inst": 185,
  "max_slew_margin_pct": 49.9,
  "fin_tns_setup_ns": 0,
  "drv_slew": 0,
  "tightest_slew_ns": 0.752,
  "yosysMostFrequentCell": "edfxtp_1",
  "yosys_area_sq_mm": 0.00320,
  "ys_types": 27,
  "cts-buffers-inserted": 9,
  "end_kind": "output port",
  "crit_buf_inv": 2,
  "synth-warning-count": 1,
  "port_buffers": 27,
  "log.warning_count": 25,
  "cts_tree": "done",
  "netlist_top_cells_count": "64 x edfxtp_1, 26 x nand2_1, 16 x dfxtp_1, 16 x mux4_1, 12 x nor2_1",
  "drive_gt1_share_pct": 11.7,
  "drv_cap": 0,
  "drt-wirelength-per-cell_microns": 18.5,
  "clk_latency_ns": 0.34,
  "setup_violations": 0,
  "worst_ir_drop_vdd_mv": 0.272,
  "cp_data_required_time_ns": 3.36,
  "dpl.cell_count": 290,
  "avgSynthCellArea_sq_um": 17.3,
  "status": "finished, final reports clean",
  "firstDrtPassIters": 4,
  "dr.first_iter.drc_count": 78,
  "post-synth-top-area-cell": "edfxtp_1",
  "drc": 0,
  "min_period_ns": 3.18,
  "grt_start_max_net_pins": 20,
  "finalClockPeriodUsage_pct": 75.7,
  "hp-class": "flop to flop",
  "cts_resized": 0,
  "cp_cell_sequence": "inv_2, ha_1, nand3_1, nor2_1, clkdlybuf4s50_1",
  "grt_pass1_vias": 1642,
  "path_clk_slew_ns": 0.08,
  "p_leak_nw": 1.34,
  "layout.cells.non_filler": 306,
  "cp_max_fo": 10,
  "dieHeight_microns": 82.0,
  "max_freq_ghz": 0.315,
  "chipWidth_microns": 82.0,
  "rsz0062_at_grt": "false",
  "grt_pass1_wl_microns": 8510,
  "cts_setup_buffers": 0,
  "cp-start-kind": "flop",
  "postLayoutCoreUtil_pct": 62.6,
  "hpwl_microns": 3800,
  "hold_viol_final": 0,
  "yosysCellCount": 185,
  "critical_path.max_stage_delay_ns": 0.54,
  "gp_congestion": 0.845,
  "core_sq_mm": 0.00606,
  "ff_type": "edfxtp_1",
  "area_leaders": "edfxtp_1 60%, mux4_1 13%, dfxtp_1 10%",
  "postCtsHoldBufs": 0,
  "antenna_cells": 0,
  "num_io_pins": 28,
  "vias": 1649,
  "netlist_area_sq_mm": 0.00320,
  "critical_path_class": "flop to output port",
  "top_area_share_pct": 60.0,
  "antenna_found_initial": 0,
  "grt.total_usage_pct": 20.1,
  "viasPerCell": 5.39,
  "async_reset_ff_share_pct": 0,
  "grt-ovfl-total": 0,
  "arrival_ns": 2.34,
  "initial_utilization_pct": 52.8,
  "die_area_sq_mm": 0.00673,
  "ctsHtreeMaxLevel": 3,
  "fin_worst_skew_ns": 0.00816,
  "clock_sinks": 80,
  "ant_nets": 0,
  "synth-edff-count": 64,
  "root_buffer": "clkbuf_8"
}
## per-stage QoR
| stage | cell area (sq um) | hold WS (ns) | worst slack [ns] | total power [mW] |
|---|---|---|---|---|
| 5_1_grt | 3790 | 0.638 | 0.807 | 1.84 |
| 4_1_cts | 3790 | 0.611 | 1.01 | 1.78 |
| 3_5_place_dp | 3600 | 0.594 | 1.29 | 1.25 |
| 2_1_floorplan | 3200 | 0.564 | 1.56 | 1.10 |
| 6_report | 3790 | 0.605 | 1.02 | 1.76 |
| 3_3_place_gp | 3600 | 0.576 | 1.31 | 1.25 |
## state kept, by name (all words and copies together), names as in the netlist
register	cells
mem	64
rd_cnt	4
rdat	8
wr_cnt	4
## power by group
part / switching (mW) / total, mW / leakage (nW) / internal [mW]
Sequential: 0.0177 / 0.916 / 0.714 / 0.898
Clock: 0.264 / 0.539 / 0.0949 / 0.274
Combinational: 0.129 / 0.309 / 0.533 / 0.180
Total: 0.411 / 1.76 / 1.34 / 1.35
## area by class of cell
class / instances / area (sq um)
well taps: 75 / 93.8
repair buffers: 37 / 345
clock buffers: 9 / 124
multi-input cells: 93 / 896
inverters: 5 / 18.8
clock inverters: 7 / 71.3
flip-flops and latches: 80 / 2240
fillers: 454 / 2270
## path summary, 6_finish.rpt
kind | to | slack (ns) | startpoint | depth (start not counted)
worst max-delay path | full | 1.02 | rd_cnt[2] | 5
worst min-delay path | rdat[2] | 0.61 | rd_cnt[2] | 2
worst max register to register | mem[3][4] | 1.65 | rd_cnt[2] | 6
worst min register to register | rdat[2] | 0.61 | rd_cnt[2] | 2
## cells in the final DEF (no fill, tap or decap)
cell / netlist / layout
ha_1: 5 / 5
clkinv_4: 0 / 2
a21oi_1: 3 / 3
clkdlybuf4s50_1: 0 / 27
nor2_1: 12 / 12
nand3_1: 1 / 1
xnor2_2: 1 / 1
o21ai_1: 1 / 1
fa_1: 1 / 1
o21ai_4: 1 / 1
nor3_1: 4 / 4
inv_6: 0 / 1
clkinvlp_4: 0 / 1
clkbuf_8: 0 / 9
edfxtp_1: 64 / 64
inv_1: 4 / 4
o211ai_1: 3 / 3
xnor2_1: 5 / 5
a21o_1: 1 / 1
nand2b_1: 1 / 1
buf_4: 0 / 10
and3_1: 3 / 3
nand2_1: 26 / 26
clkinv_1: 0 / 2
xor2_1: 4 / 4
mux2i_1: 2 / 2
bufinv_16: 0 / 1
inv_2: 1 / 1
mux4_1: 16 / 16
nor4_1: 1 / 1
dfxtp_1: 16 / 16
nand4_1: 2 / 2
## metal layers
| metal | wire [microns] | global-route usage (%) | share of wire, % |
|---|---|---|---|
| met5 | 0 | 0 | 0 |
| met4 | 89 | 3.16 | 1.6 |
| met3 | 500 | 8.68 | 8.9 |
| met2 | 2620 | 28.3 | 46 |
| met1 | 2440 | 33.8 | 43 |
## cells by family after synthesis
kind of cell | count (synthesis) | share of synthesized area [%]
flip-flops | 80 | 70.0
AND/OR/NAND/NOR | 50 | 6.60
multiplexers | 18 | 13.7
buffers and inverters | 12 | 2.03
XOR/XNOR | 10 | 2.97
AND-OR/OR-AND | 9 | 2.07
adder cells (fa/ha/maj) | 6 | 2.58
## tightest hold or removal path: stages (launching register included)
cell and delay (ns):
dfxtp_1 0.42, nand2_1 0.10, nand2_1 0.04
Power and IR drop assume default switching activity.
